==> flow/design.v <==
module mem (
  input  logic        clk, we,
  input  logic [31:0] a, wd,
  output logic [31:0] rd,
  input  logic  [3:0] wm);
  logic  [31:0] RAM [0:255];
  initial
    $readmemh("riscv.hex", RAM);
  assign rd = RAM[a[31:2]];  
  always_ff @(posedge clk)
    if (we)
      RAM[a[31:2]] <= wd;
endmodule
==> flow/run.sh <==
#!/bin/bash
# OpenROAD 26Q1-2900-gdf79404cd8, Yosys 0.63+post, stock flow scripts
make -C /OpenROAD-flow-scripts/flow DESIGN_CONFIG=/design/flow/config.mk WORK_HOME=/design/flow/orfs finish
==> flow/config.mk <==
export PLATFORM = sky130hd
export DESIGN_NAME = mem
export DESIGN_NICKNAME = mem
export VERILOG_FILES = /design/flow/design.v
export SDC_FILE = /design/flow/constraint.sdc
export NUM_CORES = 4
export LEC_CHECK = 1
export CORE_UTILIZATION = 30
export SYNTH_HDL_FRONTEND = slang
export SYNTH_MEMORY_MAX_BITS = 65536
==> flow/constraint.sdc <==
current_design mem

set clk_period 70.2
set clk_io_pct 0.2

create_clock -name clk0 -period $clk_period [get_ports {clk}]

set non_clock_inputs [all_inputs -no_clocks]
set_input_delay [expr $clk_period * $clk_io_pct] -clock clk0 $non_clock_inputs
set_output_delay [expr $clk_period * $clk_io_pct] -clock clk0 [all_outputs]
==> run notes <==
fresh numbers from the pnr run: Synth area leaders=edfxtp_1 (80%), mux4_2 (15%), a22oi_1 (2.5%), pwr dens=28.13 nW/um^2, Avg Vias per Cell=about 5, Hold Fails Final Rpt=0, Period minus WS final=between 30 and 40 ns, critical path type=input pin to output port, clock buffer depth=4, maximum clock rate=27.31 MHz, Setup Total Neg Slack=0 ns, Post-DP Area=about 330,000 sq um, via count=143,908, IO Port Bufs=73, GPL Wtd Cong=~0.88, Worst path slowest cell=buf_4, most used flip-flop cell=edfxtp_1, vias in the first global route=161,129, area of the mapped netlist=308,400 sq um, Total Wirelength=828,300 um, register area share after synthesis=79.77%, top cell family by delay on the critical path=buffers and inverters, post-cts sizing count=0, Gate Count Post-Synth=13,055, largest net degree at the start of global routing=~110, Gate power share=4.7%, endpoint class of the critical path=output port, switching fraction of total power=21.47%, cell taking the most area after synthesis=edfxtp_1, Switch Pwr=2.163 mW, H-tree depth=6, hold_buf cts=0, layout overhead on the synthesized area=16.12%, EDFF count, synth=8,192, share of cells above drive strength 1=between 20% and 30%, drt wl/cell=29.26 um, clock share of power=41.7%, most used cell along the critical path=buf_4, die area=1,032,000 sq um, Slew Viols, Final=0, FP Core Util=30.07%, worst slew margin relative to its limit=4.503%, Worst Tran Pin Value=1.414 ns, most common cell in the netlist=edfxtp_1, die width=1016 um, initial antenna violation count=39, critical-path cell list=buf_16, buf_4, buf_4, buf_4, buf_4, buf_12, buf_4, buf_4, buf_4, mux4_2, a22oi_1, a21oi_1, o41ai_2, buf_4, nand4_1, clkdlybuf4s50_1, VDD IR max=approximately 0.027 mV, tool warnings=57, distinct lib cells=21, Yosys warning total=0, Routed Antenna Nets=0, Post-synth regs=8,192, final instance area=358,100 sq um, max FFs per register=8,192, setup bufs post-CTS=0, CP Max Fanout=77, TritonCTS Buffers=807, chip height=1016 um, GRT Util Overall=17.10%, Internal Pwr Total=7.910 mW, Core ar.=1,025,000 sq um, Syn Area/Cell=23.62 sq um, Post-synth ARST share=0%, I/O Pins=just over 100, first drt pass iteration count=7, Critical Path RT=56.16 ns, delay of the slowest critical-path stage=about 0.74 ns, Final setup viols=0, cells in synth_stat.txt=13,055, first-pass GRT wire length=1,171,000 um, crit path launch=a[3], Hold Crit Class=input pin to register, DRT iter0 DRCs=9,569, Sequential Power Share=53.5%, CP Capture Point=rd[31], status=finished, final reports clean, root buf cell=clkbuf_16, WP data arrival=22.58 ns, Cell Rows=372, CTS tree=done, Synth top area share=79.77%, Tcrit/Tclk final=52.17%, top cells by count, synth=edfxtp_1 (8,192), mux4_2 (2,048), a22oi_1 (1,024), GRT overflow=0, post-DP HPWL=approximately 470,000 um, drc violations=0, CTS sink cnt=8,192, Buffers & Inverters on Critical Path=11, max-cap viol count=0, Critical Path Start Type=input pin, unrepaired setup endpoints after global routing=no, yosys stat area=308,400 sq um, Leak=107.4 nW, Worst-path clk slew=0.07 ns, WP depth=16
-- stage by stage --
step | cells | power [mW] | hold slack, ns | util, % | worst slack (ns)
2_1_floorplan | 13055 | 5.725 | 14.14 | - | 40.26
3_3_place_gp | 26800 | 5.969 | 14.42 | 32.40 | 33.50
3_5_place_dp | 26800 | 5.975 | 14.43 | 32.40 | 33.50
4_1_cts | 28276 | 10.14 | 13.19 | 34.91 | 33.49
5_1_grt | 28300 | 10.35 | 13.23 | 34.92 | 33.31
6_report | 28306 | 10.07 | 13.27 | 34.92 | 33.58
-- cell families (layout without fill, tap and decap cells) --
logic type | after synthesis | count (layout) | synth area share (%)
compound gates | 1664 | 1664 | 3.688
buf+inv | 797 | 2367 | 1.090
flops | 8192 | 8192 | 79.77
mux | 2048 | 2048 | 14.96
other cells | 0 | 30 | 0
simple gates | 354 | 354 | 0.4897
-- power groups by stage --
stage / sequential [mW] / combinational, mW / clock, mW
6_report: 5.39 / 0.474 / 4.21
4_1_cts: 5.39 / 0.479 / 4.27
5_1_grt: 5.39 / 0.506 / 4.45
-- per-layer routing --
metal	track usage (%)	routed length (um)	vias up
li1	-	-	58767
met1	16.57	238900	73310
met2	25.11	381700	10365
met3	15.60	164100	1426
met4	6.733	41980	40
met5	1.315	1710	-
-- layout by cell type (no fill, tap or decap), drive strengths merged --
cell type / n
nand4: 32
and2: 3
inv: 25
or2: 2
clkinvlp: 11
nand3: 13
bufinv: 64
buf: 851
mux4: 2048
nor3: 30
clkdlybuf4s50: 39
nor2: 232
diode: 30
a22oi: 1024
clkbuf: 983
edfxtp: 8192
clkinv: 394
nor2b: 7
o41ai: 128
nand2: 28
a21oi: 512
nand2b: 6
or3: 1
-- how the worst min path moves through the flow --
stage	slack (ns)	from	cells after the start	end
final	13.27	wd[25]	1	RAM[69][25]$_DFFE_PP_
after global routing	13.23	wd[14]	1	RAM[97][14]$_DFFE_PP_
after CTS	13.19	wd[14]	1	RAM[97][14]$_DFFE_PP_
-- layout make-up --
type,instances,area [sq um]
multi-input cells,4066,61860
fillers,92286,667300
inverters,1,3.754
diodes,30,75.07
flip-flops and latches,8192,246000
well taps,13651,17080
clock buffers,983,20900
clock inverters,493,4830
repair buffers,890,7335
Power is estimated from default activity; no workload was simulated.
